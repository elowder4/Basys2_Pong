==> /design/flow/run.sh <==
#!/bin/bash
# OpenROAD 26Q1-2900-gdf79404cd8, Yosys 0.63+post, stock flow scripts
make -C /OpenROAD-flow-scripts/flow DESIGN_CONFIG=/design/flow/config.mk WORK_HOME=/design/flow/orfs finish
==> /design/flow/config.mk <==
export PLATFORM = sky130hd
export DESIGN_NAME = pong
export DESIGN_NICKNAME = pong
export VERILOG_FILES = /design/flow/design.v
export SDC_FILE = /design/flow/constraint.sdc
export NUM_CORES = 4
export LEC_CHECK = 1
export CORE_UTILIZATION = 30
==> /design/flow/constraint.sdc <==
current_design pong

set clk_period 4.5
set clk_io_pct 0.2

create_clock -name clk0 -period $clk_period [get_ports {clk}]

set non_clock_inputs [all_inputs -no_clocks]
set_input_delay [expr $clk_period * $clk_io_pct] -clock clk0 $non_clock_inputs
set_output_delay [expr $clk_period * $clk_io_pct] -clock clk0 [all_outputs]
==> /design/flow/design.v <==
`timescale 1ns / 1ps
module button_sync(
    input clk_in,             
    input clk_out,            
    input [3:0] buttons_in,   
    output reg [3:0] buttons_out  
);
    reg [3:0] btn_request = 4'b0000; 
    reg [3:0] sync_ack_1, sync_ack_2; 
    reg [3:0] btn_ack = 4'b0000; 
    reg [3:0] btn_latched = 4'b0000; 
    always @(posedge clk_in) begin
        if (buttons_in & ~btn_request) begin
            btn_request <= buttons_in; 
        end else if (sync_ack_2) begin
            btn_request <= 4'b0000;  
        end
    end
    always @(posedge clk_out) begin
        btn_latched <= btn_request; 
    end
    always @(posedge clk_out) begin
        buttons_out <= btn_latched & ~btn_ack; 
        btn_ack <= btn_latched; 
    end
    always @(posedge clk_in) begin
        sync_ack_1 <= btn_ack;
        sync_ack_2 <= sync_ack_1;
    end
endmodule
`timescale 1ns / 1ps
module clock_generator(
    input clk_in, 
    output reg clk_out
    );
    reg [14:0] counter = 'd0;  
    always @(posedge clk_in) begin
        if (counter == 'd12499) begin
            clk_out <= ~clk_out;
            counter <= 'd0;
        end else begin
            counter <= counter + 'd1;
        end
    end
endmodule
`timescale 1ns / 1ps
module debouncer (
    input clk,
    input switch_input,
    output reg button_press = 1'b0
);
	reg sync_0, sync_1;
	always @(posedge clk) begin
		sync_0 <= switch_input;
		sync_1 <= sync_0;
	end
	reg [3:0] count;
	wire finished = &count; 
	always @(posedge clk) begin
		if (sync_1) begin
			count <= count + 'd1;
		end else begin
			count <= 'd0;
			button_press <= 1'b0;
		end
		if (finished) begin
			button_press <= 1'b1;
		end
	end
endmodule
`timescale 1ns / 1ps
module frame_clock_gen
    #(
        parameter count = 'd68640
    )
    (
        input clk_in,
        output clk_out
    );
    reg [21:0] counter = 'd0;  
    reg clk_r = 1'b1;
    always @(posedge clk_in) begin
        if (counter == ((count >> 1) - 'd1)) begin
            clk_r <= ~clk_r;
            counter <= 'd0;
        end else begin
            counter <= counter + 'd1;
        end
    end
    assign clk_out = clk_r;
endmodule
`timescale 1ns / 1ps
module frame_gen
#(
	parameter width = 'd800,
	parameter height = 'd600, 
	parameter ball_size = 'd5,
	parameter paddle_length = 'd30, 
	parameter paddle_width = 'd5,
	parameter fph = 'd56, 
	parameter sph = 'd120,
	parameter bph = 'd64,
	parameter fpv = 'd37,
	parameter spv = 'd6,
	parameter bpv = 'd23
	)(
	input clk, 
	input [9:0] ball_x,
	input [9:0] ball_y,
	input [9:0] paddle_r,
	input [9:0] paddle_l,
	output [2:0] red,
	output [2:0] green,
	output [1:0] blue,
	output HS,
	output VS
);
	reg [11:0] ih = width + fph;
	reg [9:0] iv = height + fpv;
	wire left_paddle, right_paddle, ball, border;
	always @(posedge clk) begin
		if (ih >= (width + fph + sph + bph - 'd1)) begin
			if (iv >= (height + fpv + spv + bpv - 'd1)) begin
				iv <= 'd0;
			end else begin
				iv <= iv + 'd1;
			end
			ih <= 'd0;
		end else begin
			ih <= ih + 'd1;
		end
	end
	assign red = {3{((ih < width) && (iv < height) && (ball || left_paddle || right_paddle || border))}};
	assign green = {3{((ih < width) && (iv < height) && (ball || left_paddle || right_paddle || border))}};
	assign blue = {2{((ih < width) && (iv < height) && (ball || left_paddle || right_paddle || border))}};
	assign VS = !((iv >= (height + fpv)) && (iv < (height + fpv + spv)));
	assign HS = !((ih >= (width + fph)) && (ih < (width + fph + sph)));
	assign ball = (((iv >= ball_y) && (iv <= (ball_y + ball_size))) &&
					  ((ih >= ball_x) && (ih <= (ball_x + ball_size))));
	assign left_paddle = (((iv >= paddle_l) && (iv <= (paddle_l + paddle_length))) &&
								((ih >= 'd0) && (ih <= (paddle_width - 'd1))));
	assign right_paddle = (((iv >= paddle_r) && (iv <= (paddle_r + paddle_length))) &&
								 ((ih >= (width - paddle_width - 'd1)) && (ih <= (width - 'd1))));
	assign border = (((ih <= 'd0) || (ih == (width - 'd1)) || (iv <= 'd0) || (iv == (height - 'd1))));
endmodule
`timescale 1ns / 1ps
module pong 
	#(
	  parameter width = 'd800,
	  parameter height = 'd600, 
	  parameter ball_size = 'd10,
	  parameter paddle_length = 'd30, 
	  parameter paddle_width = 'd10,
	  parameter paddle_travel = 'd10,
	  parameter front_porch_h = 'd56, 
	  parameter sync_pulse_h = 'd120,
	  parameter back_porch_h = 'd64,
	  parameter front_porch_v = 'd37,
	  parameter sync_pulse_v = 'd6,
	  parameter back_porch_v = 'd23
	)
	(
	  input clk,
	  input sw_r_u,
	  input sw_r_d,
	  input sw_l_u,
	  input sw_l_d,
	  output reg [9:0] ball_x = (width >> 1), 
	  output reg [9:0] ball_y = (height >> 1),
	  output reg [9:0] paddle_r = (height >> 1), 
	  output reg [9:0] paddle_l = (height >> 1),
	  output [2:0] Red,
	  output [2:0] Green,
	  output [1:0] Blue,
	  output HS,
	  output VS
	);
	localparam up_l = 2'b00, dw_l = 2'b01, dw_r = 2'b10, up_r = 2'b11;
	reg [1:0] ball_dir = 'd2;
	wire frm_clk;
	wire collision_paddle, collision_side; 
	wire [3:0] buttons_out;
	wire sw_0, sw_1, sw_2, sw_3;
	always @(posedge frm_clk) begin
		if ((buttons_out[0]) && ((paddle_r <= (height - paddle_length - 'd2)))) begin
			if ((paddle_r + paddle_travel) > (height - paddle_length - 'd1)) begin
				paddle_r <= (height - paddle_length - 'd1);
			end else begin
				paddle_r <= paddle_r + paddle_travel;
			end
		end else if ((buttons_out[1]) && (paddle_r >= 'd1)) begin
			if (paddle_r < (paddle_travel - 'd1)) begin
				paddle_r <= 'd0;
			end else begin
				paddle_r <= paddle_r - paddle_travel;
			end
		end
		if ((buttons_out[2]) && (paddle_l <= (height - paddle_length - 'd2))) begin
			if ((paddle_l + paddle_travel) > (height - paddle_length - 'd1)) begin
				paddle_l <= (height - paddle_length - 'd1);
			end else begin
				paddle_l <= paddle_l + paddle_travel;
			end
		end else if ((buttons_out[3]) && (paddle_l >= 'd1)) begin
			if (paddle_l < (paddle_travel - 'd1)) begin
				paddle_l <= 'd0;
			end else begin
				paddle_l <= paddle_l - paddle_travel;
			end
		end
	end
	always @(posedge frm_clk) begin
		if(collision_paddle) begin
			case (ball_dir)
				up_l: begin
					ball_dir <= up_r;
					ball_x <= ball_x + 'd1;
					ball_y <= ball_y - 'd2;
				end
				up_r: begin
					ball_dir <= up_l;
					ball_x <= ball_x - 'd1;
					ball_y <= ball_y - 'd2;
				end
				dw_l: begin
					ball_dir <= dw_r;
					ball_x <= ball_x + 'd1;
					ball_y <= ball_y + 'd2;
				end
				dw_r: begin
					ball_dir <= dw_l;
					ball_x <= ball_x - 'd1;
					ball_y <= ball_y + 'd2;
				end
			endcase
		end else if (collision_side) begin
			case (ball_dir)
				up_l: begin
					ball_dir <= dw_l;
					ball_x <= ball_x - 'd1;
					ball_y <= ball_y + 'd2;
				end
				up_r: begin
					ball_dir <= dw_r;
					ball_x <= ball_x + 'd1;
					ball_y <= ball_y + 'd2;
				end
				dw_l: begin
					ball_dir <= up_l;
					ball_x <= ball_x - 'd1;
					ball_y <= ball_y - 'd2;
				end
				dw_r: begin
					ball_dir <= up_r;
					ball_x <= ball_x + 'd1;
					ball_y <= ball_y - 'd2;
				end
			endcase
		end
		else begin 
			case (ball_dir)
				up_l: begin
					 ball_x <= ball_x - 'd1;
					 ball_y <= ball_y - 'd2;
				end
				dw_l: begin
					 ball_x <= ball_x - 'd1;
					 ball_y <= ball_y + 'd2;
				end
				dw_r: begin
					 ball_x <= ball_x + 'd1;
					 ball_y <= ball_y + 'd2;
				end
				up_r: begin
					 ball_x <= ball_x + 'd1;
					 ball_y <= ball_y - 'd2;
				end
			endcase
		end
		if ((ball_x == 'd0) || (ball_x > (width - ball_size + 'd2))) begin
			ball_x <= width >> 1;
			ball_y <= height >> 1;
			ball_dir <= up_r;
		end
	end
   assign collision_paddle =  ((
								(ball_x == paddle_width - 'd1) && 
                        (ball_y <= (paddle_l + paddle_length)) &&
                        (ball_y >= paddle_l - ball_size) &&
								((ball_dir == up_l) || (ball_dir == dw_l))
                        ) || (
                        ((ball_x + ball_size) == (width - paddle_width - 'd1)) && 
                        (ball_y <= (paddle_r + paddle_length)) &&
                        (ball_y >= (paddle_r - ball_size)) &&
								((ball_dir == up_r) || (ball_dir == dw_r))));
	assign collision_side = ((
                        (ball_y <= 'd1) && ((ball_dir == up_r) || (ball_dir == up_l))
                        ) || (
                        (ball_y >= (height - ball_size - 'd1)) && ((ball_dir == dw_r) || (ball_dir == dw_l))));
	frame_clock_gen
	#(
		.count((width+front_porch_h+sync_pulse_h+back_porch_h)*(height+front_porch_v+sync_pulse_h+back_porch_h))
	)
	frame_clk
	(
		.clk_in(clk),
		.clk_out(frm_clk)
	);
	clock_generator clk_deb
	(
		.clk_in(clk),
		.clk_out(clk_debounce)
	);
	debouncer d0
	(
		.clk(clk_debounce),
		.switch_input(sw_r_u),
		.button_press(sw_0)
	);
	debouncer d1
	(
		.clk(clk_debounce),
		.switch_input(sw_r_d),
		.button_press(sw_1)
	);
	debouncer d2
	(
		.clk(clk_debounce),
		.switch_input(sw_l_u),
		.button_press(sw_2)
	);
	debouncer d3
	(
		.clk(clk_debounce),
		.switch_input(sw_l_d),
		.button_press(sw_3)
	);
	button_sync btn_sync(
		.clk_in(clk_debounce),
		.clk_out(frm_clk),
		.buttons_in({sw_0, sw_1, sw_2, sw_3}),
		.buttons_out(buttons_out)
	);
	frame_gen
   #(
		.width(width),
		.height(height), 
		.ball_size(ball_size),
		.paddle_length(paddle_length), 
		.paddle_width(paddle_width),
		.fph(front_porch_h), 
		.sph(sync_pulse_h),
		.bph(back_porch_h),
		.fpv(front_porch_v),
		.spv(sync_pulse_v),
		.bpv(back_porch_v)
	) 
	frm 
	(
		.clk(clk), 
		.ball_x(ball_x), 
		.ball_y(ball_y),
		.paddle_r(paddle_r),
		.paddle_l(paddle_l), 
		.red(Red),
		.green(Green),
		.blue(Blue),
		.HS(HS),
		.VS(VS)
	);
endmodule
==> Slide: Implementation Results <==
Run Summary

Outcome
  • Status: finished, final reports clean

Setup path
  • Arrival time worst endpoint: 3.29 ns
  • Required time of the critical path: 3.60 ns
  • Largest fanout on the critical path: 8
  • Max incr delay on CP: 0.45 ns
  • Cell family with most CP delay: adder cells
  • Sort of element at the start of the critical path: register
  • Series of cell instances along the critical path: ha_4 -> o21ba_2 -> o21ai_1 -> maj3_2 -> maj3_2 -> maj3_2 -> maj3_2 -> nor3_2 -> o31ai_2 -> a31oi_1 -> buf_4 -> dlygate4sd2_1
  • Worst setup path category: reg -> out
  • Most Frequent Cell on Critical Path: maj3_2
  • Cell at the slowest stage of the critical path: edfxtp_1
  • Worst setup EP type: output pin
  • Buf+Inv Stages, Crit Path: 2

Routing
  • N_diodes: 0
  • Starting DRC count in detailed routing: 690
  • Total DRC errors in the routed layout: 0
  • Average wire length per cell after detail routing: 15.7 microns
  • Final antenna-violating net count: 0
  • Via density: 5.25
  • Routed WL: 29.4 mm
  • Number of optimization iterations in the first detailed-route pass: 5
  • Routed vias: 9806

Floorplanning
  • Floorplan core area: 37700 sq um
  • Floorplan core density: 30.4%
  • Die Footprint: 39000 sq um
  • Die X-Extent: 197 microns
  • Number of cell rows: 71
  • Die height: 197 microns
  • IO Pins: 55

Final timing
  • Number of register pins that no clock reaches: 93
  • Setup repair after global routing missed its margin: no
  • Worst-margin pin slew: 0.946 ns
  • Max transition margin: 36.9%
  • Total count of max-transition violations in the final report: 0
  • Final hold violation count: 0
  • Final cycle utilization of the critical path: 93.0%
  • Count of endpoints without a timing constraint: 156
  • Summed negative setup slack over all endpoints: 0 ns
  • Final critical delay including setup and external delays: 4.19 ns
  • Final setup violation count: 0
  • Maximum clock skew at final layout: 0.00436 ns
  • FMAX: 239 MHz

Power and ir drop
  • Pwr Density: 127 nW/um^2
  • Static leakage: 5.11 nW
  • Worst IR Drop VDD: 177 uV
  • Power Total: 1.63 mW

Worst hold path
  • Type of the tightest min-delay check: reg -> reg

Job
  • Number of maximum-capacitance violations: 0
  • Number of warnings in the stage logs: 50

Logic synthesis
  • Syn. warnings: 7
  • Number of synthesized register bits: 154
  • Mapped Avg Cell Area: 8.53 sq um
  • Yosys top cell area share: 20.6%
  • EDFF count, synth: 36
  • Commonest cells in the synthesized netlist: ha_1, dfxtp_1, nor2_1
  • Most frequent cell after synthesis: ha_1
  • Post-synthesis chip area from yosys: 11500 sq um
  • Synthesized netlist cell count: 1344
  • Flip-flop cell with the highest count after synthesis: dfxtp_1
  • Fraction of synthesis flops using an asynchronous set or reset pin: 0%
  • Biggest area consumer among synthesized cells: dfxtp_1
  • Number of distinct library cells after synthesis: 92
  • Summed instance area of the synthesized netlist: 11500 sq um
  • Yosys cell count: 1344
  • Part of the Yosys area used for sequential elements: 30.0%
  • Top cells by area: dfxtp_1, ha_1, edfxtp_1

CTS
  • CTS HTree Levels: 3
  • TritonCTS clock tree: built
  • Clock slew at the register clock pins of the worst setup and hold paths: 0.05 ns
  • Clk buf depth: 2
  • Number of buffers added by the clock tree synthesis step: 9
  • Latency at later pin: 0.32 ns
  • CTS Root Buffer Type: clkbuf_16

Place
  • Total instance count after detailed placement: 1849
  • Placed Instance Area: 12400 sq um
  • Routability cong.: 0.932
  • Count of buffers inserted at the top-level ports: 53
  • Detail Placement HPWL: 21.8 mm

Finish
  • Total non-filler cell area in the finished layout: 12800 sq um
  • Fraction of layout instances using a drive strength above 1: 5.68%
  • Fillcell total: 3851
  • Final std cells w/o fill: 1867
  • Layout overhead on the synthesized area: 11.9%

GRT
  • All-layer global routing usage: 15.8%
  • Via count of the first global-routing pass: 9266
  • First-pass GRT wire length: 48.7 mm
  • Number of antenna violations at the first check in global routing: 0
  • Overflow left after global routing: 0
  • Largest net degree at the start of global routing: 54
[per-layer routing]
metal	share of wire (%)	GRT usage [%]	vias to the layer above
met1	50	25.5	4597
met2	43	23.6	281
li1	-	-	4906
met3	6.2	1.62	22
met5	0	0	-
met4	0.80	1.72	0
[worst register-to-register path, cell delays in order, from the launching register on]
cell and delay (ns):
edfxtp_1 0.45, buf_4 0.17, buf_4 0.15, inv_1 0.13, ha_1 0.17, nand2b_1 0.12
nor2_1 0.04, o21ai_0 0.26, a21oi_1 0.11, nor2b_1 0.53, nor2_1 0.13
[worst paths after layout]
check | endpoint | start | slack (ns) | cells after the start
setup / recovery | Red[0] | frm.iv[1] | 0.31 | 12
hold / removal | clk_deb.counter[0] | clk_deb.counter[0] | 0.45 | 1
setup reg to reg | frm.iv[3] | frm.iv[1] | 1.98 | 10
hold reg to reg | clk_deb.counter[0] | clk_deb.counter[0] | 0.45 | 1
[placed cells by master (no fill, tap or decap), drive strengths merged, types with 9 or more instances in the layout]
cell type / instances
o21a: 10
a31oi: 18
o22ai: 17
a211oi: 13
or4: 14
a21o: 15
nor3: 48
edfxtp: 36
nor4: 24
or3: 9
nand2: 91
a21oi: 41
xor2: 32
nand4: 30
ha: 121
nor2b: 18
dfxtp: 118
inv: 58
clkdlybuf4s50: 45
nand2b: 15
clkbuf: 14
and3: 19
nand3: 88
o21ai: 58
nor2: 118
o31ai: 11
xnor2: 80
buf: 20
o211ai: 16
and2: 25
[report_power, final]
part / total (mW) / switching, mW / internal (mW)
clock network: 0.794 / 0.231 / 0.563
logic: 0.236 / 0.123 / 0.113
registers: 0.601 / 0.0267 / 0.574
[final cells by class]
cell class	count	area (sq um)	share of cell area, %
clock buffer	14	295	2.30
multi-input combinational	1048	7450	58.1
clock inverter	2	60.1	0.468
inverter	65	244	1.90
sequential	154	3440	26.8
tap	511	639	4.98
timing repair buffer	73	697	5.43
[what timing repair did]
| action | in CTS | in global routing |
|---|---|---|
| resized | 6 | 9 |
| hold buffers | 0 | 0 |
| setup endpoints to repair | 8 | 7 |
| setup buffers | 1 | 1 |
| pin swaps | 4 | 3 |
[stage by stage]
stage | setup slack (ns) | hold WS (ns) | util [%]
finish | 0.314 | 0.445 | 34.1
global route | 0.151 | 0.474 | 34.1
detailed placement | 0.283 | 0.438 | 32.9
CTS | 0.0124 | 0.446 | 34.0
floorplan | 0.631 | 0.418 | -
global placement | 0.260 | 0.431 | 32.9
[logic make-up after synthesis]
kind of cell / after synthesis / share of synthesized area (%)
multiplexers: 8 / 0.720
other: 1 / 0.0327
AND/OR/NAND/NOR: 532 / 24.2
XOR/XNOR: 118 / 9.93
AND-OR/OR-AND: 260 / 15.8
adder cells (fa/ha/maj): 128 / 13.9
buffers and inverters: 143 / 5.42
flip-flops: 154 / 30.0
[registers in the layout (all words and copies together) (netlist names), 9 cells and up]
signal	cells
frame_clk.counter	22
clk_deb.counter	15
frm.ih	12
ball_x	10
frm.iv	10
paddle_l	10
paddle_r	10
ball_y	9
No activity file was given, so power comes from the tool's default toggle rates.
